==> design.v <==
module prog5 (a, b, cin, cx, r);
input [3:0] a, b;
input cin;
output [3:0] r;
output cx;
wire [3:0] t, u;
wire co, cxo;
fourbitadder f1(t, co, a, b, cin);
assign cx = co|(t[3]&t[2])|(t[3]&t[1]);
assign u[0] = 0;
assign u[1] = cx;
assign u[2] = cx;
assign u[3] = 0;
fourbitadder f2(r, cxo, t, u, 0);
endmodule
module fourbitadder(s, cout, x, y, m);
input [3:0] x, y;
input m;
output [3:0] s;
output cout;
wire [3:0] w;
wire [3:1] c;
assign w = y^m;
fulladd f1(x[0], w[0], m,	 s[0], c[1]);
fulladd f2(x[1], w[1], c[1], s[1], c[2]);
fulladd f3(x[2], w[2], c[2], s[2], c[3]);
fulladd f4(x[3], w[3], c[3], s[3], cout);
endmodule
module fulladd (j, k, l, ss, cc);
input j, k, l;
output ss, cc;
assign ss = j^k^l;
assign cc = j&k|k&l|l&j;
endmodule
==> run.sh <==
#!/bin/bash
# OpenROAD 26Q1-2900-gdf79404cd8, Yosys 0.63+post, stock flow scripts
make -C /OpenROAD-flow-scripts/flow DESIGN_CONFIG=/design/flow/config.mk WORK_HOME=/design/flow/orfs finish
==> config.mk <==
export PLATFORM = sky130hd
export DESIGN_NAME = prog5
export DESIGN_NICKNAME = prog5
export VERILOG_FILES = /design/flow/design.v
export SDC_FILE = /design/flow/constraint.sdc
export NUM_CORES = 4
export LEC_CHECK = 1
export CORE_AREA = 10 10 70 70
export DIE_AREA = 0 0 80 80
==> constraint.sdc <==
current_design prog5

set clk_period 3.7
set clk_io_pct 0.2

create_clock -name clk0 -period $clk_period

set non_clock_inputs [all_inputs -no_clocks]
set_input_delay [expr $clk_period * $clk_io_pct] -clock clk0 $non_clock_inputs
set_output_delay [expr $clk_period * $clk_io_pct] -clock clk0 [all_outputs]
==> qor.json <==
{
  "flop_area_sq_um": 0,
  "design.portCount": 14,
  "dp_cells": 85,
  "wl_um": 674,
  "final.setup.worst_slack_ns": -0.216,
  "hold_path.class": "in2out",
  "floorplanUtilization": 0.0608,
  "first_global_vias": 241,
  "largest_area_cell": "sky130_fd_sc_hd__fa_1",
  "finalHoldViolations": 0,
  "crit_path_cell_trace": "buf_6 -> mux2_4 -> fa_2 -> inv_2 -> fa_2 -> inv_2 -> fa_1 -> o21ai_1 -> nand2b_1 -> ha_2 -> buf_6 -> a211oi_2 -> xnor2_1 -> buf_2",
  "die_height_um": 80,
  "chipWidth_um": 80,
  "dr_drc_count": 0,
  "worst_path_max_delay_cell": "sky130_fd_sc_hd__fa_1",
  "globalRouteOverflowTotal": 0,
  "mapped_avg_cell_area_sq_um": 9.44,
  "fmax_mhz": 255,
  "worstPathRequired_ns": 2.96,
  "port_buffer_cells": 14,
  "first_iter_violations": 3,
  "number_of_slew_limit_violations_in_the_final_report": 0,
  "worst_slew_margin_rel": 0.880,
  "whs_ns": 2.10,
  "ys_top_cells_by_count": "sky130_fd_sc_hd__buf_4, sky130_fd_sc_hd__inv_1, sky130_fd_sc_hd__fa_1, sky130_fd_sc_hd__ha_1, sky130_fd_sc_hd__xor2_1",
  "yosysWarningCount": 1,
  "largest_net_degree_at_the_start_of_global_routing": 4,
  "post_detailed_route_wirelength_per_cell_um": 7.33,
  "dp_hpwl_um": 527,
  "tool_warnings": 35,
  "grt_first_pass_wirelength_um": 1010,
  "rsz0062_at_grt": "yes",
  "crit_path_max_fanout": 3,
  "design.seq.count": 0,
  "gpl.final_weighted_congestion": 0.730,
  "worst-slew-pin-transition_ns": 0.179,
  "criticalPathCategory": "in2out",
  "crit_path_start_kind": "primary input",
  "grt_util_all_layers": 0.0187,
  "endpoint_kind": "output pin",
  "stdcell_count": 92,
  "violations": "setup timing",
  "synth.yosys.num_cells": 22,
  "placement.setup.worst_slack_ns": -1.01,
  "yosys.cell_types.count": 11,
  "power.density_cell_area_nw_per_um2": 256,
  "netlist_area_before_placement_sq_um": 208,
  "worst-endpoint-arrival_ns": 3.18,
  "vias_per_cell": 2.35,
  "synthTopCellsByArea": "sky130_fd_sc_hd__fa_1, sky130_fd_sc_hd__ha_1, sky130_fd_sc_hd__buf_4",
  "vias_after_detailed_routing": 216,
  "antenna_violating_nets_post_route": 0,
  "layout.clock_buffers": 0,
  "yosys-stat-area_sq_um": 208,
  "vdd_drop_max_v": 0.0000494,
  "layout-drive-gt1-share": 0.652,
  "yosysSeqAreaShare": 0,
  "run_status": "complete, but fails checks",
  "timing.critical_path.slowest_cell_delay_ns": 0.45,
  "p_leak_nw": 0.220,
  "finalCritPeriodShare": 1.06,
  "number_of_inserted_diodes": 0,
  "period_needed_ns": 3.92,
  "drtPass1Iterations": 2,
  "placement_rows": 21,
  "finalCoreUtilization": 0.146,
  "die-area_sq_um": 6400,
  "core_sq_um": 3420,
  "p_total_uw": 127,
  "netlist.area_leader.share": 0.289,
  "report.final.setup_viol": 2,
  "layout-area-overhead-vs-synth_pct": 140,
  "postCtsHoldBufs": 0,
  "drv.max_cap_violation_count": 0,
  "syn-instance-count": 22,
  "grt_antenna_before_repair": 0
}
[stage by stage]
stage          instance area (sq um)  setup TNS (ns)
6_report                         498          -0.377
5_1_grt                          498          -0.697
4_1_cts                          483          -0.523
3_5_place_dp                     430           -3.30
3_3_place_gp                     430           -3.09
2_1_floorplan                    210               0
[cells in the final DEF (no fill, tap or decap), types with 2 or more instances in the layout]
master / netlist / routed
sky130_fd_sc_hd__dlygate4sd2_1: 0 / 2
sky130_fd_sc_hd__inv_1: 4 / 2
sky130_fd_sc_hd__buf_4: 4 / 12
sky130_fd_sc_hd__buf_2: 0 / 4
sky130_fd_sc_hd__fa_2: 0 / 2
sky130_fd_sc_hd__inv_2: 1 / 3
sky130_fd_sc_hd__clkdlybuf4s50_1: 0 / 5
sky130_fd_sc_hd__xor2_1: 2 / 2
sky130_fd_sc_hd__ha_4: 0 / 2
sky130_fd_sc_hd__buf_6: 0 / 3
[power breakdown]
part	internal [mW]	switching (mW)
Sequential	0	0
Combinational	0.0832	0.0441
Clock	0	0
Total	0.0832	0.0441
[final cells by class]
type,count,area [sq um]
multi-input combinational,13,195
tap,46,57.6
inverter,5,18.8
fill,393,2920
timing repair buffer,28,226
[cells by family (layout without fill, tap and decap cells)]
| logic type | after synthesis | in the layout | synth area share |
|---|---|---|---|
| and+or+nand+nor | 1 | 1 | 0.0301 |
| AOI/OAI and AO/OA | 2 | 2 | 0.0843 |
| muxes | 1 | 1 | 0.0542 |
| buffers and inverters | 9 | 33 | 0.235 |
| adders and majority gates | 6 | 6 | 0.470 |
| xor gates and xnor gates | 3 | 3 | 0.127 |
[layer usage]
layer / global-route usage / part of all wire / up-vias
li1: - / - / 111
met1: 0.0278 / 0.54 / 91
met2: 0.0233 / 0.30 / 14
met3: 0.0114 / 0.17 / 0
met4: 0 / 0 / 0
met5: 0 / 0 / -
[worst paths after layout]
kind | slack (ns) | cells after the start | from | end
worst min-delay path | 2.10 | 4 | b[0] | r[0]
worst max-delay path | -0.22 | 14 | b[0] | r[3]
[critical path: cells and delay by family]
kind	cells	cell delay [ns]
fa+ha+maj	4	1.18
mux	1	0.29
simple gates	1	0.13
compound gates	2	0.28
buf+inv	5	0.41
xor+xnor	1	0.14
[timing repair]
item,in CTS,in global routing
setup buffers,5,2
setup endpoints to repair,4,4
pin swaps,9,7
gates resized,34,3
