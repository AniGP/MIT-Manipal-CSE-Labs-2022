## flow/config.mk

```make
export PLATFORM = sky130hd
export DESIGN_NAME = lab9ex1
export DESIGN_NICKNAME = lab9ex1
export VERILOG_FILES = /design/flow/design.v
export SDC_FILE = /design/flow/constraint.sdc
export NUM_CORES = 4
export LEC_CHECK = 1
export CORE_AREA = 10 10 70 70
export DIE_AREA = 0 0 80 80
```

## flow/constraint.sdc

```tcl
current_design lab9ex1

set clk_period 1.6
set clk_io_pct 0.2

create_clock -name clk0 -period $clk_period

set non_clock_inputs [all_inputs -no_clocks]
set_input_delay [expr $clk_period * $clk_io_pct] -clock clk0 $non_clock_inputs
set_output_delay [expr $clk_period * $clk_io_pct] -clock clk0 [all_outputs]
```

## flow/design.v

```verilog
module lab9ex1(w, y, en, f);
	input [3:0]w;
	output [15:0]y;
	input en;
	output f;
	deco stage0(w[3:0], y[15:0], en);
	assign f = y[1]|y[3]|y[6]|y[7]|y[9]|y[14]|y[15];
endmodule
module deco(w, y, en);
	input [3:0]w;
	output [15:0]y;
	input en;
	reg [15:0]y;
	integer i;
	always@(w)
	begin
		if(en==0)
			y=0;
		else
		begin
			for(i=0; i<16; i=i+1)
			begin
				if(w==i)
					y[i]=1;
				else
					y[i]=0;
			end
		end
	end
endmodule
```

## flow/run.sh

```bash
#!/bin/bash
# OpenROAD 26Q1-2900-gdf79404cd8, Yosys 0.63+post, stock flow scripts
make -C /OpenROAD-flow-scripts/flow DESIGN_CONFIG=/design/flow/config.mk WORK_HOME=/design/flow/orfs finish
```

==> impl_metrics.env <==
# flow metrics
export IMPL_status="finished, final reports clean"
export IMPL_path_delay_family="buffers and inverters"
export IMPL_antenna_cells=0
export IMPL_std_cell_rows=21
export IMPL_leakage_nw=0.281
export IMPL_globalplace_congestion=0.740
export IMPL_ctsHoldBuffers=0
export IMPL_ff_count=0
export IMPL_routedWlPerCell_um=10.8
export IMPL_core_mm2=0.00342
export IMPL_drv_slew=0
export IMPL_cpPeakStageDelay_ps=480
export IMPL_grt_start_max_net_pins=11
export IMPL_first_pass_iters=2
export IMPL_num_vias=315
export IMPL_min_path_cells=3
export IMPL_yosysChipArea_um2=176
export IMPL_tightest_slew_ps=190
export IMPL_use_met2=0.0449
export IMPL_antenna_found_initial=0
export IMPL_dp_slack_ps=-605
export IMPL_initCoreUtil=0.0516
export IMPL_power_density_mw_per_mm2=163
export IMPL_num_clock_buffers=0
export IMPL_fin_area_um2=549
export IMPL_synthDistinctLibCells=12
export IMPL_grt_ovfl_total=0
export IMPL_yosysWarningCount=1
export IMPL_drive_gt1_frac=0.463
export IMPL_die_h_um=80
export IMPL_slew_headroom=0.872
export IMPL_min_period_over_period=0.972
export IMPL_hp_start="w[1]"
export IMPL_min_period_ps=1560
export IMPL_synthesis_instances=29
export IMPL_maxCapViolations=0
export IMPL_avgSynthCellArea_um2=6.08
export IMPL_top_usage_layer="met2"
export IMPL_critical_path_max_fanout=10
export IMPL_grt_pass1_vias=314
export IMPL_min_path_type="in2out"
export IMPL_yosys_stat_cells=29
export IMPL_fmax_mhz=643
export IMPL_dpl_cell_area_um2=474
export IMPL_critPathLaunchType="input pin"
export IMPL_die_area_mm2=0.00640
export IMPL_timing_setup_tns_ps=0
export IMPL_path_buffers=2
export IMPL_worst_ep_required_time_ps=1280
export IMPL_path_class="in2out"
export IMPL_flop_area_um2=0
export IMPL_ys_seq_frac=0
export IMPL_drt_wl_total_mm=1.08
export IMPL_grt_use_met1=0.0356
export IMPL_gr_usage_met3=0.0216
export IMPL_drtIter0Drc=23
export IMPL_viasPerCell=3.15
export IMPL_grt_pass1_wl_mm=1.58
export IMPL_grt_usage=0.0298
export IMPL_setup_viol=0
export IMPL_portBuffers=22
export IMPL_syn_area_um2=176
export IMPL_dp_hpwl_um=866
export IMPL_io_pins=22
export IMPL_ant_nets=0
export IMPL_hold_violations=0
export IMPL_hold_ws_ps=902
export IMPL_areaGrowthSynthToFinish_pct=211
export IMPL_crit_chain="buf_4 > a21boi_2 > o211a_1 > clkdlybuf4s50_1"
export IMPL_openroad_warnings=32
export IMPL_cpMaxStageDelayCell="clkdlybuf4s50_1"
export IMPL_end_kind="output port"
export IMPL_setup_slack_ps=44.9
export IMPL_min_to="y[8]"
export IMPL_die_w_um=80
export IMPL_peakVddDrop_mv=0.0263
export IMPL_crit_arrival_ps=1240
export IMPL_remaining_drc_errors=0
## cell usage after synthesis
cell type	instances	share of area
nand3b_1	2	0.085
nand2b_1	3	0.11
nor4b_2	2	0.17
nor3_1	6	0.17
a21boi_0	1	0.043
buf_4	1	0.043
o211a_1	1	0.057
nor4_1	2	0.071
nor2_1	6	0.13
buf_2	2	0.057
nand3_1	1	0.028
nand2_1	2	0.043
## cells by family after synthesis
group / share of synthesized area
compound gates: 0.0993
simple gates: 0.801
buf+inv: 0.0993
## worst min-delay path, cell delays in order
cell      delay [ps]
buf_6            120
nor4b_4           50
clkbuf_2          80
## how the worst max path moves through the flow
stage	startpoint	end	slack [ps]	depth (start not counted)
4_1_cts	w[2]	y[3]	10	4
5_1_grt	w[3]	y[3]	-7	4
6_report	w[3]	f	40	4
## routing by layer
| layer | vias up | share of wire |
|---|---|---|
| met1 | 142 | 0.39 |
| met3 | 0 | 0.19 |
| met2 | 15 | 0.42 |
| li1 | 158 | - |
| met4 | 0 | 0 |
| met5 | - | 0 |
## layout make-up
cell class,count,area [um2]
multi-input cells,26,230
repair buffers,28,262
well taps,46,57.6
fillers,388,2870
## per-stage QoR
stage,util,cells,total power [W]
2_1_floorplan,-,29,0.0000283
3_3_place_gp,0.139,99,0.0000709
3_5_place_dp,0.139,99,0.0000713
4_1_cts,0.153,100,0.0000842
5_1_grt,0.161,100,0.0000970
6_report,0.161,100,0.0000897
## cell usage in the layout, fill, tap and decap left out, drive strengths merged
master / instances
dlygate4sd2: 7
clkbuf: 1
a21boi: 1
buf: 11
nor4b: 2
o211a: 1
dlymetal6s2s: 3
clkdlybuf4s50: 6
nor2: 6
nor3: 6
nand2b: 3
nor4: 2
nand3: 1
nand3b: 2
nand2: 2
## timing repair
| action | CTS | global route |
|---|---|---|
| resized | 50 | 9 |
| setup buffers | 1 | 0 |
| pin swaps | 0 | 3 |
| setup endpoints to repair | 17 | 8 |
## power by group
part	switching (W)	leakage, nW	total, W	internal [W]
combinational	0.0000414	0.281	0.0000897	0.0000483
clock	0	0	0	0
sequential	0	0	0	0
total	0.0000414	0.281	0.0000897	0.0000483
Power figures rest on the tool's default switching activity, not on a simulated workload.
