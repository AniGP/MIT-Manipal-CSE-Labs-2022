==> ./design.v <==
module proc_mux(Data, Reset, w, Clock, F, Rx, Ry,R0, R1, R2, R3, Count, I, BusWires);
input [3:0] Data;
input Reset, w, Clock;
input [1:0] F, Rx, Ry;
output [1:0] Count, I;
output [3:0] BusWires, R0, R1, R2, R3;
reg [3:0] BusWires;
reg [3:0] Sum;
reg [0:3] Rin, Rout;
reg Extern, Ain, Gin, Gout, AddSub;
wire [0:3] Xreg, Y;
wire [3:0] A, G;
wire [1:6] Func, FuncReg, Sel;
upcount1 counter (Reset, Clock, Count);
assign Func = {F, Rx, Ry};
wire FRin = w & ~Count[1] & ~Count[0];
regn3 functionreg (Func, FRin, Clock, FuncReg);
assign I = FuncReg[1:2];
dec2to4 decX (FuncReg[3:4], 1'b1, Xreg);
dec2to4 decY (FuncReg[5:6], 1'b1, Y);
always @(Count or I or Xreg or Y)
begin
Extern = 1'b0; Ain = 1'b0; Gin = 1'b0;
Gout = 1'b0; AddSub = 1'b0; Rin = 4'b0; Rout = 4'b0;
case (Count)
2'b00: ;  
2'b01:  
case (I)
2'b00: begin  
Extern = 1'b1; Rin = Xreg;
end
2'b01: begin  
Rout = Y; Rin = Xreg;
end
default: begin  
Rout = Xreg; Ain = 1'b1;
end
endcase
2'b10:  
case(I)
2'b10: begin  
Rout = Y; Gin = 1'b1;
end
2'b11: begin  
Rout = Y; AddSub = 1'b1; Gin = 1'b1;
end
default: ;  
endcase
2'b11:
case (I)
2'b10, 2'b11: 
begin
Gout = 1'b1; Rin = Xreg;
end
default: ;  
endcase
endcase
end
regn2 reg_0 (BusWires, Rin[0], Clock, R0);
regn2 reg_1 (BusWires, Rin[1], Clock, R1);
regn2 reg_2 (BusWires, Rin[2], Clock, R2);
regn2 reg_3 (BusWires, Rin[3], Clock, R3);
regn2 reg_A (BusWires, Ain, Clock, A);
always @(AddSub or A or BusWires)
begin
if (!AddSub)
Sum = A + BusWires;
else
Sum = A - BusWires;
end
regn2 reg_G (Sum, Gin, Clock, G);
assign Sel = {Rout, Gout, Extern};
always @(Sel or R0 or R1 or R2 or R3 or G or Data)
begin
if (Sel == 6'b100000)
BusWires = R0;
else if (Sel == 6'b010000)
BusWires = R1;
else if (Sel == 6'b001000)
BusWires = R2;
else if (Sel == 6'b000100)
BusWires = R3;
else if (Sel == 6'b000010)
BusWires = G;
else BusWires = Data;
end
endmodule
module upcount1(Clear, Clock, Q);
input Clear, Clock;
output [1:0] Q;
reg [1:0] Q;
always @(posedge Clock)
if (Clear)
Q <= 0;
else
Q <= Q + 1;
endmodule
module regn2(R, L, Clock, Q);
parameter n = 4;
input [n-1:0] R;
input L, Clock;
output[n-1:0] Q;
reg [n-1:0] Q;
always @(posedge Clock)
if (L)
Q <= R;
endmodule
module dec2to4 (W, En, Y);
input [1:0]W;
input En;
output [0:3] Y;
reg [0:3] Y;
always @(W or En)
case ({En,W})
3'b100: Y = 4'b1000;
3'b101: Y = 4'b0100;
3'b110: Y = 4'b0010;
3'b111: Y = 4'b0001;
default: Y = 4'b0000;
endcase
endmodule
module regn3(R, L, Clock, Q);
parameter n = 6;
input [n-1:0] R;
input L, Clock;
output[n-1:0] Q;
reg [n-1:0] Q;
always @(posedge Clock)
if (L)
Q <= R;
endmodule
==> ./run.sh <==
#!/bin/bash
# OpenROAD 26Q1-2900-gdf79404cd8, Yosys 0.63+post, stock flow scripts
make -C /OpenROAD-flow-scripts/flow DESIGN_CONFIG=/design/flow/config.mk WORK_HOME=/design/flow/orfs finish
==> ./config.mk <==
export PLATFORM = sky130hd
export DESIGN_NAME = proc_mux
export DESIGN_NICKNAME = proc_mux
export VERILOG_FILES = /design/flow/design.v
export SDC_FILE = /design/flow/constraint.sdc
export NUM_CORES = 4
export LEC_CHECK = 1
export CORE_UTILIZATION = 30
==> ./constraint.sdc <==
current_design proc_mux

set clk_period 6.6
set clk_io_pct 0.2

create_clock -name clk0 -period $clk_period [get_ports {Clock}]

set non_clock_inputs [all_inputs -no_clocks]
set_input_delay [expr $clk_period * $clk_io_pct] -clock clk0 $non_clock_inputs
set_output_delay [expr $clk_period * $clk_io_pct] -clock clk0 [all_outputs]
==> results.txt <==
Implementation results

Setup repair after global routing left no endpoint under its margin. The routed wirelength normalized by instance count is between 15 and 20 um. The logic depth of the worst setup path including buffers is 17. The nature of the critical path endpoint is a register.

The nature of the critical path startpoint is an input port. The fraction of the cycle the final worst path needs is about 72%. The initial antenna violation count came to 0. Averaged over all synthesized cells, the footprint is 12.1 um2.

The largest individual stage delay along the critical path comes from the cell sky130_fd_sc_hd__clkdlybuf4s50_1. The min-delay analysis places its worst path in the category register to register. STA reports a reg2reg setup slack of ~2.0 ns. Counting the warning lines in the Yosys log gives 5. Per the placement log, port buffering inserted 36 buffers. From bottom edge to top edge, the die measures around 80 um. The script computed a power per unit cell area of between 200 and 250 nW/um2. Per the post-place timing report, worst setup slack is around 1.6 ns. The CTS log lists the clock sinks for this run as 32. The final-report max-slew violation count is 0.

For this run, the total global-route usage over all layers was measured as between 10% and 20%. The count of flip-flops with a built-in enable after synthesis is 30. The number of setup buffers added after CTS is 0. The cell resize tally after clock tree synthesis is 0.

The worst-case IR drop observed on VDD is around 0.00014 V. The clock tree root driver cell is sky130_fd_sc_hd__clkbuf_8. The pin count of the biggest net entering global routing is 18. Once synthesis finished, the tally of register bits stood at 32. The first detailed-routing pass took 4 iterations. The die outline area is between 6000 and 7000 um2. The die boundary width is between 80 and 90 um.

In the post-route analysis, the smallest setup slack over all paths is 1.85 ns. Leaving out filler cells and counting taps, the final layout contains 268. Max fanout on the critical path was recorded as 8.

In the CTS report, the clock slew at the register clock pins of the worst setup and hold paths is listed as around 0.07 ns. The normalized max-slew margin is between 40% and 50%. The critical path goes through clkdlybuf4s50_1 > mux2_2 > a32oi_1 > a211o_2 > a31oi_4 > inv_1 > ha_1 > nand2_1 > o21a_1 > ha_1 > nor2b_1 > o21a_1 > o21a_1 > o21ai_0 > o311ai_0 > a211o_1 > xnor2_1. The required time reported for the critical path endpoint is approximately 6.6 ns. The number of hold violations in the final report is 0. The category of cells accounting for the largest share of critical-path delay is AND-OR/OR-AND gates. The deepest clock path buffer count is 2. In the routed design, unresolved DRC markers number 0. The worst clock skew on the final layout is 0.00283 ns. The sequential cell area fraction in the yosys report is roughly half.

The row count is 28. The Yosys chip area is approximately 1900 um2. The CTS report gives the tree buffer count as 5. The area share of the largest cell type after synthesis is 48.3%. The leakage component of the power is 0.852 nW. The count of H-tree levels built during CTS is 2.

In this run the count of I/O pins placed on the die edge is 37. The number of cells produced by synthesis is roughly 150. Including well taps, the total number of placed cells is approximately 260. The timing report gives the biggest stage delay along the critical path as approximately 0.45 ns. In the synthesized netlist the dominant register cell turns out to be sky130_fd_sc_hd__edfxtp_1. The flow ran to the end, and the final reports show no timing, DRC or antenna violations.

The wire length of the first global-routing pass is 6.74 mm. The overall via count from detail_route is between 1000 and 1500. The violation tally from detailed-route iteration zero is between 90 and 100. The achievable frequency is approximately 210 MHz. For this block, the routed nets add up to 4.05 mm of wire.

The smallest clock period supported by the final layout is computed as 4.75 ns. The number of maximum-capacitance violations recorded for the run is 0. Per the timing report, the most critical flop-to-flop path originates at counter.Q[1]. After its last routability iteration, the placer logged a weighted congestion of between 0.9 and 1.

The biggest area consumer among synthesized cells is sky130_fd_sc_hd__edfxtp_1. The initial core utilization is a little under a third. Summing over the stages, the warning tally comes to 29. The main area contributors are sky130_fd_sc_hd__edfxtp_1 48%, sky130_fd_sc_hd__ha_1 6.0%, sky130_fd_sc_hd__dfxtp_1 2.1%. The synthesis-to-finish area growth is 27.3%. The synth_stat.txt file lists the number of cells as ~150.

The share of async-settable or async-resettable flops after synthesis is 0%. Setup violations remaining at the end of the flow were counted as 0. Hold repair after CTS inserted 0 buffers. The insertion delay at the late pin of the worst-skew pair is 0.29 ns. After synthesis the cells add up to between 1500 and 2000 um2. The core footprint is 5960 um2.

The most instantiated library cell after synthesis is sky130_fd_sc_hd__edfxtp_1. The arrival time at the worst endpoint is about 4.8 ns. Per the post-run analysis, buffers plus inverters along the critical path come to 2. The worst register-to-register path ends at reg_G.Q[3].

The capture point of the critical path was reported as reg_G.Q[3]. The CTS tree is built. Cells with a size suffix above 1 make up 12.4% of the layout. The via count normalized by instance count is ~5.1.

Note, the detailed placer reported a final HPWL of a little over 3 mm. The cell count of the worst reg-to-reg path is 19. Counting instances in the post-synthesis netlist gives the leading cell types as 30 x sky130_fd_sc_hd__edfxtp_1, 10 x sky130_fd_sc_hd__inv_1, 9 x sky130_fd_sc_hd__ha_1, 9 x sky130_fd_sc_hd__nor2_1, 8 x sky130_fd_sc_hd__nand2_1. The via count of the first global-routing pass is roughly 1400.

The number of diodes added for antenna fixing is 0. The most repeated library cell on the critical path is sky130_fd_sc_hd__o21a_1. The number of different library cells used by synthesis comes to between 50 and 60. The leftover overflow at the end of global routing is 0. The number of routed nets with antenna violations is 0. The summed negative setup slack over all endpoints is 0 ns. The setup path with the least slack is of type input port to register.

The startpoint of the worst setup timing path is Data[1]. The transition time of the tightest slew-check pin is ~0.75 ns.
==> worst reg2reg max path, stage by stage, from the launching register on <==
cell and delay [ns]:
sky130_fd_sc_hd__dfxtp_1 0.41, sky130_fd_sc_hd__inv_1 0.10, sky130_fd_sc_hd__ha_1 0.31, sky130_fd_sc_hd__and4bb_2 0.44, sky130_fd_sc_hd__mux2_2 0.20, sky130_fd_sc_hd__a32oi_1 0.10, sky130_fd_sc_hd__a211o_2 0.30, sky130_fd_sc_hd__a31oi_4 0.31
sky130_fd_sc_hd__inv_1 0.12, sky130_fd_sc_hd__ha_1 0.29, sky130_fd_sc_hd__nand2_1 0.06, sky130_fd_sc_hd__o21a_1 0.11, sky130_fd_sc_hd__ha_1 0.26, sky130_fd_sc_hd__nor2b_1 0.13, sky130_fd_sc_hd__o21a_1 0.19, sky130_fd_sc_hd__o21a_1 0.18
sky130_fd_sc_hd__o21ai_0 0.23, sky130_fd_sc_hd__o311ai_0 0.15, sky130_fd_sc_hd__a211o_1 0.30, sky130_fd_sc_hd__xnor2_1 0.13
==> cells in the final DEF (no fill, tap or decap), drive strengths merged, types with 2 or more instances in the layout <==
master         netlist  layout
nor2                 9       9
xnor2                3       3
nand2                8       8
nand3                5       5
edfxtp              30      30
a21oi                4       4
mux2                 2       2
and2                 5       5
mux2i                3       3
o21a                 3       3
ha                   9       9
and3                 3       3
clkbuf               0       5
clkdlybuf4s50        0      36
o211ai               3       3
dfxtp                2       2
nor3                 4       4
nor2b                2       2
a21o                 2       2
inv                 10      10
o21ai                9       9
nand3b               2       2
nand4                3       3
and3b                2       2
a211o                3       3
nand4b               2       2
clkinvlp             0       2
a211oi               4       4
==> state kept, by name, indices dropped and copies added, names as in the netlist <==
signal         count
reg_2.Q            4
counter.Q          2
reg_3.Q            4
reg_A.Q            4
reg_0.Q            4
functionreg.Q      6
reg_1.Q            4
reg_G.Q            4
==> report_power, final <==
| group | leakage, nW | internal, mW | switching [mW] |
|---|---|---|---|
| registers | 0.291 | 0.241 | 0.00870 |
| clock network | 0.0404 | 0.0746 | 0.0825 |
| logic | 0.520 | 0.0632 | 0.0607 |
| total | 0.852 | 0.379 | 0.152 |
==> area by class of cell <==
class                           instances  area (um2)
Fill cell                             575        3580
Sequential cell                        32         941
Multi-Input combinational cell        107         852
Timing Repair Buffer                   36         360
Tap cell                               75        93.8
Clock buffer                            5        68.8
Inverter                               10        37.5
Clock inverter                          3        23.8
==> stage by stage <==
| step | hold WS [ns] | util, % | power (mW) | instance area [um2] |
|---|---|---|---|---|
| 5_1_grt | 0.576 | 39.9 | 0.564 | 2380 |
| 4_1_cts | 0.501 | 39.9 | 0.537 | 2380 |
| 3_3_place_gp | 0.478 | 38.4 | 0.378 | 2280 |
| 3_5_place_dp | 0.488 | 38.4 | 0.378 | 2280 |
| 6_report | 0.497 | 39.9 | 0.531 | 2380 |
| 2_1_floorplan | 0.433 | - | 0.337 | 1870 |
==> cell families after synthesis <==
family	count (synthesis)	synth area share (%)
AND/OR/NAND/NOR	51	16.0
AND-OR/OR-AND	38	18.4
flip-flops	32	50.4
buffers and inverters	15	3.95
adder cells (fa/ha/maj)	10	7.10
multiplexers	5	2.81
XOR/XNOR	3	1.41
==> worst min path at each step <==
stage             from      endpoint  slack (ns)  depth (start not counted)
6_report  counter.Q[0]  counter.Q[0]        0.50                          1
5_1_grt   counter.Q[0]  counter.Q[0]        0.58                          1
4_1_cts   counter.Q[0]  counter.Q[0]        0.50                          1
==> layer usage <==
layer	vias up	share of wire [%]	GRT usage, %
li1	667	-	-
met1	641	47	22.0
met2	37	45	21.5
met3	11	6.1	3.76
met4	0	2.1	2.68
met5	-	0	0
Power figures rest on the tool's default switching activity, not on a simulated workload.
